==> flow/design.v <==
module uart(
   uart_tx,      
   uart_wr_i,    
   uart_dat_i,   
   sys_clk_i,    
   sys_rstn_i     
);
  input uart_wr_i;
  input [7:0] uart_dat_i;
  input sys_clk_i;
  input sys_rstn_i;
  output uart_tx;
  reg [3:0] bitcount;
  reg [8:0] shifter;
  reg uart_tx;
  wire uart_busy = |bitcount[3:1];
  wire sending = |bitcount;
  reg [28:0] d;
  wire [28:0] dInc = d[28] ? (115200) : (115200 - 40000000);
  wire [28:0] dNxt = d + dInc;
  always @(posedge sys_clk_i or negedge sys_rstn_i) begin
    if (!sys_rstn_i) begin
        d <= 29'b0;
    end else begin
        d <= dNxt;
    end
  end
  wire ser_clk = ~d[28];  
  always @(posedge sys_clk_i or negedge sys_rstn_i)
  begin
    if (!sys_rstn_i) begin
      uart_tx <= 1;
      bitcount <= 0;
      shifter <= 0;
    end else begin
      if (uart_wr_i & ~uart_busy) begin
        shifter <= { uart_dat_i[7:0], 1'h0 };
        bitcount <= (1 + 8 + 2);
      end
      if (sending & ser_clk) begin
        { shifter, uart_tx } <= { 1'h1, shifter };
        bitcount <= bitcount - 1;
      end
    end
  end
endmodule
==> flow/run.sh <==
#!/bin/bash
# OpenROAD 26Q1-2900-gdf79404cd8, Yosys 0.63+post, stock flow scripts
make -C /OpenROAD-flow-scripts/flow DESIGN_CONFIG=/design/flow/config.mk WORK_HOME=/design/flow/orfs finish
==> flow/config.mk <==
export PLATFORM = sky130hd
export DESIGN_NAME = uart
export DESIGN_NICKNAME = uart
export VERILOG_FILES = /design/flow/design.v
export SDC_FILE = /design/flow/constraint.sdc
export NUM_CORES = 4
export LEC_CHECK = 1
export CORE_UTILIZATION = 30
==> flow/constraint.sdc <==
current_design uart

set clk_period 5.8
set clk_io_pct 0.2

create_clock -name clk0 -period $clk_period [get_ports {sys_clk_i}]

set non_clock_inputs [all_inputs -no_clocks]
set_input_delay [expr $clk_period * $clk_io_pct] -clock clk0 $non_clock_inputs
set_output_delay [expr $clk_period * $clk_io_pct] -clock clk0 [all_outputs]
==> notes.org <==
#+TITLE: Implementation results

** Critical path
- The data required time reported for the critical path is 5.96 ns.
- In this run the critical register-to-register path is launched from d[28]$_DFF_PN0_.
- Crit Path Max Fanout :: 10
- Terminus of the critical flop-to-flop path :: d[21]$_DFF_PN0_
- According to the timing report, the arrival time at the worst endpoint equals 2.68 ns.
- Setup slack on the worst flop-to-flop path :: 3.28 ns
- Depth of the worst register-to-register path :: 7
- By startpoint and endpoint, the worst setup path is classified as reg -> reg.
- Crit start category :: flip-flop
- Crit path capture type :: flip-flop

** Die
- The floorplan report gives the top-level pin count as 12.
- Count of standard-cell rows :: 28
- Core Util at FP :: 0.316
- The floorplan step set the die height to 81.4 um.
- Die width :: 81.4 um
- Total Die Area :: 6620 um^2
- The core region is 5990 um^2.

** Global routing
- Pin count of the biggest net entering global routing :: 35
- Number of antenna violations at the first check in global routing :: 0
- The first global-routing pass estimated 5.62 mm of wire.
- The via count of the first global-routing pass was 1267.
- Remaining Overflow, GRT :: 0
- Total global-route track usage over all layers is 0.111.

** Outcome
- The flow ran to the end, and the final reports show no timing, DRC or antenna violations.

** Synth
- Looking at the cell usage after synthesis, the top flip-flop cell is dfrtp_1.
- After synthesis, the cell types taking the most area are dfrtp_1 44%, ha_1 9.9%, xnor2_1 5.1%.
- Syn avg cell area :: 10.4 um^2
- The synthesized netlist was found by Yosys to have 181 cells.
- Of all cell types, the one taking the most synthesized area is dfrtp_1.
- Of all flip-flops after synthesis, the portion carrying an async set or reset was 1.00.
- The stat command in Yosys gives a chip area of 1890 um^2.
- Synthesized area :: 1890 um^2
- Count of flip-flops with a built-in enable after synthesis :: 0
- Area share of the largest cell type after synthesis :: 0.437
- Warnings reported by Yosys during synthesis add up to 1.
- Synth flops :: 34
- The most common cell in the synthesized netlist is dfrtp_1.
- Top cells by count :: 33 x dfrtp_1, 16 x nand2_1, 15 x ha_1, 15 x o21ai_0, 11 x xnor2_1
- Sequential fraction of the synthesis area :: 0.451
- In this run, distinct cell masters in the synthesized netlist total 44.
- Count of mapped cells out of synthesis :: 181

** Power
- The analysis attributes to net switching a power of 0.0000936 W.
- Net switching share of the total power :: 0.202
- Part of the total power dissipated in sequential elements :: 0.511
- The power report attributes to the clock group a share of 0.463.
- The share of total power dissipated in combinational logic is 0.026.
- Leakage :: 0.922 nW
- Per the summary, power density relative to cell area is 210 nW/um^2.
- The highest supply drop recorded on VDD is 118 uV.
- In the power breakdown, the internal column shows 0.000370 W.

** Place
- The pre-CTS setup check shows a worst slack of 3.15 ns.
- Count of buffers from port buffering :: 11
- For this run the detailed placement stage logged an HPWL of 2.23 mm.
- The detailed placer reported the number of placed instances as 266.
- Placed instance area :: 2100 um^2
- Placer's final routability congestion estimate :: 0.834

** Drt
- Number of vias after detailed routing :: 1343
- Before antenna repair, the detailed router went through 4 iterations.
- The script parses the final routing iteration and logs DRC violations as 0.
- Per the post-route antenna check, the number of violating nets is 0.
- For this sky-water flow run, the detailed-routed wirelength per cell is reported as 11.8 um.
- Total detailed-routing wirelength :: 3.23 mm
- Per the detail_route report, vias per standard cell equal 4.90.
- The number of antenna diodes in the final layout is 0.
- Once iteration 0 of detailed routing completed, the report listed 64 DRC markers.

** STA
- The highest clock rate this design can be run at is 397 MHz.
- Hold timing on the final database bottoms out at a slack of 0.480 ns.
- In the final report, the number of endpoints failing setup comes to 0.
- Final number of hold-violating endpoints :: 0
- After layout, the setup clock skew is reported as 0.00640 ns.
- Across all checked pins, the minimum headroom to the slew limit is 0.623.
- Setup repair after global routing left no endpoint under its margin.
- Period utilization :: 0.434
- Worst slew pin tran :: 0.565 ns
- Once routing completed, OpenROAD measured the worst setup slack at 3.28 ns.
- Final worst path period need :: 2.52 ns
- Adding up every negative setup slack in the final design gives 0 ns.
- The final max-slew violation count recorded for this run is 0.

** Clock network
- Clock latency on the worst-skew pair, taken at its later pin, is 0.29 ns.
- H-tree lvl count :: 2
- The post-CTS hold buffer count recorded in the log is 0.
- Cts bufs inserted :: 5
- Resize count post-CTS :: 0
- For this design, the sink count on the clock tree is 34.
- Number of buffers inserted to repair setup after CTS :: 0
- On the reported timing paths, the clock transition at the registers reads 0.07 ns.
- The tree is rooted in a clkbuf_8.
- CTS tree :: done
- Maximum number of buffers from clock root to sink :: 2

** Job
- Number of warnings in the stage logs :: 26
- Total of max-cap violations :: 0

** Worst hold path
- The report gives the cell count of the worst hold path as 1.
- The min-delay analysis places its worst path in the category reg -> reg.
- The launch point of the worst min-delay path is recorded as bitcount[0]$_DFFE_PN0P_.
- Hold Path End :: bitcount[0]$_DFFE_PN0P_

** Final layout
- The finished layout holds 274 standard cells, fillers aside.
- In this run the layout overhead on the synthesized area is reported as 16.7%.
- Final-layout fill cell count :: 582
- Final instance area :: 2210 um^2
- Storage element area :: 852 um^2
- In the final layout, the share of cells above drive strength 1 is 0.0854.
- Summing all multi-input logic gate instances after layout gives 988 um^2.
worst max-delay path by stage:
stage | start | slack, ns | cells past startpoint | end
finish | d[28]$_DFF_PN0_ | 3.28 | 7 | d[21]$_DFF_PN0_
CTS | d[28]$_DFF_PN0_ | 3.31 | 7 | d[25]$_DFF_PN0_
global route | d[28]$_DFF_PN0_ | 3.20 | 7 | d[21]$_DFF_PN0_
placed cells by master, fill, tap and decap left out, drive strengths merged, types with 3 or more instances in the layout:
cell / count
ha: 15
clkbuf: 5
nand3: 3
a21oi: 8
a211o: 3
mux2i: 7
o21ai: 17
a31oi: 3
dfrtp: 33
nor2: 10
nor3: 3
nand2: 16
clkdlybuf4s50: 11
a21o: 4
xnor2: 11
xor2: 5
inv: 10
critical path: stages, from the launching register on:
cell and delay, ns:
dfrtp_1 0.42, inv_1 0.32, ha_1 0.35, a21oi_1 0.27
o21ai_1 0.15, a221oi_2 0.50, o21ai_0 0.20, xor2_1 0.18
area by class of cell:
class / count / share of cell area
Clock inverter: 3 / 0.0182
Multi-Input combinational cell: 134 / 0.448
Clock buffer: 5 / 0.0312
Inverter: 10 / 0.0170
Tap cell: 75 / 0.0425
Sequential cell: 34 / 0.386
Timing Repair Buffer: 13 / 0.0567
registers in the layout, indices dropped and copies added, names as in the netlist:
| signal | count |
|---|---|
| uart_tx | 1 |
| d | 20 |
| shifter | 9 |
| bitcount | 4 |
cell families after synthesis:
group | Yosys count | share of synthesized area
simple gates | 48 | 0.138
buf+inv | 13 | 0.0265
mux | 8 | 0.0430
flops | 34 | 0.451
xor+xnor | 16 | 0.0741
fa+ha+maj | 15 | 0.0993
compound gates | 47 | 0.168
power groups by stage:
| stage | Combinational [W] | Clock (W) | Sequential [W] |
|---|---|---|---|
| 5_1_grt | 0.0000134 | 0.000236 | 0.000237 |
| 4_1_cts | 0.0000127 | 0.000223 | 0.000237 |
| 6_report | 0.0000119 | 0.000215 | 0.000237 |
through the flow:
step,power (W),util
6_report,0.000463,0.368
5_1_grt,0.000487,0.368
4_1_cts,0.000473,0.368
3_5_place_dp,0.000254,0.350
3_3_place_gp,0.000254,0.350
2_1_floorplan,0.000242,-
per-layer routing:
metal  track usage  wire length [um]  up-vias
met4        0.0161                46        0
li1              -                 -      680
met5             0                 0        -
met2         0.176              1520       16
met1         0.158              1580      643
met3        0.0274                91        4
Power figures rest on the tool's default switching activity, not on a simulated workload.
