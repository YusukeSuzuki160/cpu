## flow/run.sh

```bash
#!/bin/bash
# OpenROAD 26Q1-2900-gdf79404cd8, Yosys 0.63+post, stock flow scripts
make -C /OpenROAD-flow-scripts/flow DESIGN_CONFIG=/design/flow/config.mk WORK_HOME=/design/flow/orfs finish
```

## flow/config.mk

```make
export PLATFORM = sky130hd
export DESIGN_NAME = hardware_counter
export DESIGN_NICKNAME = hardware_counter
export VERILOG_FILES = /design/flow/design.v
export SDC_FILE = /design/flow/constraint.sdc
export NUM_CORES = 4
export LEC_CHECK = 1
export CORE_AREA = 10 10 97 97
export DIE_AREA = 0 0 107 107
```

## flow/constraint.sdc

```tcl
current_design hardware_counter

set clk_period 5.5
set clk_io_pct 0.2

create_clock -name clk0 -period $clk_period [get_ports {CLK_IP}]

set non_clock_inputs [all_inputs -no_clocks]
set_input_delay [expr $clk_period * $clk_io_pct] -clock clk0 $non_clock_inputs
set_output_delay [expr $clk_period * $clk_io_pct] -clock clk0 [all_outputs]
```

## flow/design.v

```verilog
module hardware_counter(
    input CLK_IP,
    input RSTN_IP,
    output [31:0] COUNTER_OP
);
    reg [31:0] cycles;
    always @(posedge CLK_IP or negedge RSTN_IP) begin
        if(!RSTN_IP)begin
            cycles <= 32'd0;
        end else begin
            cycles <= cycles + 1;
        end
    end
    assign COUNTER_OP = cycles;
endmodule
```

==> out/metrics.yaml <==
finish:
  drive_above_1_share_pct: 11.5
  reg_top3: "cycles (32)"
  largest_register_ffs: 32
  design_area_um2: 2010
  comb_area_um2: 634
  largest-register: "cycles"
  syn2layout_area_growth_pct: 35.8
  fillers: 777
  seq_area_um2: 801
power_and_ir_drop:
  powerDensity_nw_per_um2: 213
  p_leak_nw: 0.887
  p_total_uw: 428
  ir_drop_v: 0.0000939
grt:
  grt_pass1_vias: 1131
  globalRouteOverflowTotal: 0
  grt_max_degree: 33
  grt_pass1_wl_mm: 5.69
  grt_antenna_before_repair: 0
  grtUsageTotal_pct: 5.97
place:
  port_buffers: 33
  hpwl_mm: 2.31
  placedInstanceArea_um2: 1920
  globalplace.congestion: 0.764
route:
  wl_per_cell_um: 12.4
  wl_met1_mm: 1.49
  wl_met3_um: 379
  wl_mm: 3.26
  drtIter0Drc: 14
  via_per_inst: 3.97
  first_pass_iters: 4
  top_layer_used: "met4"
  wl_met2_mm: 1.38
  post-route-drc-count: 0
  ant_nets: 0
  vias: 1048
  num_antenna_cells: 0
final_timing:
  finalHoldWorstSlack_ns: 0.468
  finalCritPeriodShare_pct: 42.5
  clock_skew_ns: 0.00660
  min_period_ns: 2.34
  fin_tns_setup_ns: 0
  drv_slew: 0
  setup_violations: 0
  max_slew_margin_pct: 62.0
  hold_viol_final: 0
  tightest_slew_ns: 0.568
  max_clock_freq_ghz: 0.427
  rsz0062_at_grt: "false"
die:
  row_count: 31
  die_h_um: 107
  dieArea_um2: 11400
  pin_count: 34
  die_w_um: 107
  core_area_um2: 7290
  fp_util_pct: 20.3
setup_path:
  crit_chain: "clkdlybuf4s50_1"
  cpPeakStageDelay_ns: 0.51
  arrival_ns: 1.24
  startpoint_type: "flop"
  cp.depth: 1
  end_kind: "primary output"
  path_delay_family: "buffers and inverters"
  worst-path-buf-inv: 1
  rrSetupSlack_ns: 3.62
  cp_max_fo: 6
  worstPathRequired_ns: 4.40
  cp_slowest_cell: "clkdlybuf4s50_1"
  r2r.worst_path.cells: 5
  critical_path_class: "flop to primary output"
  startpoint: "cycles[11]$_DFF_PN0_"
  reg2reg_from: "cycles[0]$_DFF_PN0_"
flow_run:
  maxCapViolCount: 0
  tool_warnings: 25
clock_network:
  cts_root_buf: "clkbuf_8"
  cts_buffer_depth: 2
  cts_tree: "done"
  cts.hold.buffers_added: 0
  clk_latency_ns: 0.28
  cts_resized: 0
  numClockSinks: 32
  post-cts-setup-buffers: 0
  clk_pin_slew_ns: 0.07
  htreeDepth: 2
  cts_inserted_buffers: 5
yosys:
  yosysWarnings: 1
  yosysTopAreaCell: "dfrtp_1"
  syn_inst: 127
  ys_top_cells_by_area: "dfrtp_1 54%, xor2_1 12%, xnor2_1 5.9%, nor4_2 4.2%, nand3_1 3.4%"
  numSynthFlops: 32
  synth_chip_area_um2: 1480
  top_cell_area_share_pct: 54.1
  ys_seq_share_pct: 54.1
  ys_cells: 127
  syn_area_um2: 1480
  ys_types: 24
  syn_area_per_cell_um2: 11.6
min_path:
  whs_path_depth: 1
  hold_class: "flop to flop"
  min_from: "cycles[31]$_DFF_PN0_"
run_status:
  status: "finished clean"
## area by class of cell
class	instances	area share (%)
Sequential cell	32	39.9
Clock buffer	6	4.11
Multi-Input combinational cell	86	31.6
Tap cell	99	6.17
Timing Repair Buffer	34	16.8
Inverter	5	0.935
Clock inverter	2	0.498
## worst reg2reg max path, stage by stage (launching register included)
cell and delay (ns):
dfrtp_1 0.43, ha_1 0.26, nand3_1 0.11, or3_1 0.52, nor4_1 0.32, xor2_1 0.17
## cell usage after synthesis, drive strengths merged
cell type  number
nand2           9
nand3          12
nor3b           1
inv             5
nor2            6
dfrtp          32
ha              1
buf             4
or2             1
xor2           20
and3            2
nor3            4
xnor2          10
or3             2
nand2b          1
and4            4
nand4           3
nor4           10
## cell usage in the layout (no fill, tap or decap), types with 3 or more instances in the layout
cell,synthesis,routed
dfrtp_1,32,32
nand4_1,3,3
and4_1,4,4
nor3_1,4,4
nand3_1,10,10
nor4_2,5,5
clkbuf_8,0,6
nor4_1,4,4
inv_1,5,5
nor2_1,6,6
xnor2_1,10,10
nand2_1,9,9
clkdlybuf4s50_1,0,33
xor2_1,20,20
## worst paths after layout
path                                        end
min                        cycles[31]$_DFF_PN0_
max reg2reg                cycles[26]$_DFF_PN0_
min reg2reg                cycles[31]$_DFF_PN0_
min in group asynchronous  cycles[26]$_DFF_PN0_
max in group asynchronous  cycles[13]$_DFF_PN0_
max                              COUNTER_OP[11]
## metrics by stage
stage          setup slack, ns  utilization, %  instances
2_1_floorplan             3.90               -        127
3_3_place_gp              3.46            26.3        256
3_5_place_dp              3.45            26.3        256
4_1_cts                   3.14            27.5        264
5_1_grt                   3.07            27.5        264
6_report                  3.16            27.5        264
## routing by layer
metal / vias up / global-route usage [%]
met5: - / 0
met4: 0 / 0.774
met3: 2 / 3.21
met2: 37 / 8.82
met1: 501 / 7.78
li1: 508 / -
## where the power goes
| group | total [mW] | switching (mW) | leakage (nW) | internal [mW] |
|---|---|---|---|---|
| Combinational | 0.00561 | 0.00453 | 0.398 | 0.00108 |
| Sequential | 0.235 | 0 | 0.438 | 0.235 |
| Clock | 0.187 | 0.0875 | 0.0510 | 0.0998 |
## cell families (layout without fill, tap and decap cells)
family,after synthesis,after routing,synth area share (%)
xor gates and xnor gates,30,30,17.8
adders and majority gates,1,1,0.846
buffers and inverters,9,47,2.96
and+or+nand+nor,55,55,24.3
DFF,32,32,54.1
Power and IR drop assume default switching activity.
